`./design.v`:
```
module cdc_synchronizer #(
    parameter width = 4
) (
    input clk,
    input rst_n,
    input [width-1:0] async_in,
    output reg [width-1:0] sync_out
);
    reg [width-1:0] meta_flop;
    always @(posedge clk or negedge rst_n) begin
        if (!rst_n) begin
            meta_flop <= 0;
            sync_out <= 0;
        end 
        else begin
            meta_flop<= async_in;  
            sync_out <=meta_flop;  
        end
    end
endmodule
module fifo_pointer_logic #(
    parameter ADDR_WIDTH = 3,
    parameter IS_WR_DOMAIN = 0  
) (
    input                       clk,
    input rst_n,
    input incr_en,         
    input [ADDR_WIDTH:0]        synced_remote_gptr,
    output reg [ADDR_WIDTH:0]    b_ptr,           
    output reg [ADDR_WIDTH:0]    g_ptr,           
    output reg                  status_flag      
);
    wire [ADDR_WIDTH:0] b_ptr_next;
    wire [ADDR_WIDTH:0] g_ptr_next;
    wire                status_flag_comb;
    assign b_ptr_next = b_ptr + (incr_en & !status_flag);
    assign g_ptr_next = b_ptr_next ^ (b_ptr_next >> 1);
    always @(posedge clk or negedge rst_n) begin
        if(!rst_n) begin
            b_ptr <= 0;
            g_ptr <= 0;
        end else begin
           b_ptr <= b_ptr_next;
           g_ptr <= g_ptr_next;
        end
    end
    generate
        if (IS_WR_DOMAIN) begin : full_check_logic
            assign status_flag_comb = (g_ptr_next == {~synced_remote_gptr[ADDR_WIDTH:ADDR_WIDTH-1], synced_remote_gptr[ADDR_WIDTH-2:0]});
        end else begin : empty_check_logic
            assign status_flag_comb = (g_ptr_next == synced_remote_gptr);
        end
    endgenerate
    always @(posedge clk or negedge rst_n) begin
        if (!rst_n) begin
            status_flag <= (IS_WR_DOMAIN) ? 1'b0 : 1'b1;
        end 
        else begin
            status_flag <= status_flag_comb;
        end
    end
endmodule
module fifo_ram #(
    parameter DATA_WIDTH = 8,
    parameter DEPTH = 8,
    parameter ADDR_WIDTH = 3
) (
    input                       w_clk,
    input                       w_en,
    input      [ADDR_WIDTH-1:0] w_addr,
    input [DATA_WIDTH-1:0] data_in,
    input full,
    input                       r_clk,
    input                       r_en,
    input      [ADDR_WIDTH-1:0] r_addr,
    output reg [DATA_WIDTH-1:0] data_out,
    input                       empty
);
    reg [DATA_WIDTH-1:0] mem_core [0:DEPTH-1];
    always @(posedge w_clk) begin
        if(w_en && !full)begin
            mem_core[w_addr] <= data_in;
        end
    end
    always @(posedge r_clk) begin
        if (r_en && !empty) 
        begin
            data_out <= mem_core[r_addr];
        end
    end
endmodule
module async_fifo #(
    parameter DATA_WIDTH = 8,
    parameter DEPTH      = 8
) (
    input w_clk,
    input w_rst_n,
    input w_en,
    input [DATA_WIDTH-1:0] data_in,
    input                       r_clk,
    input r_rst_n,
    input                       r_en,
    output     [DATA_WIDTH-1:0] data_out,
    output full,
    output empty
);
    localparam ADDR_WIDTH=$clog2(DEPTH);
    localparam PTR_WIDTH  = ADDR_WIDTH + 1;
    wire [PTR_WIDTH-1:0] w_b_ptr, w_g_ptr; 
    wire [PTR_WIDTH-1:0] r_b_ptr, r_g_ptr; 
    wire [PTR_WIDTH-1:0] w_g_ptr_to_rdom;  
    wire [PTR_WIDTH-1:0] r_g_ptr_to_wdom;  
    fifo_pointer_logic #(
        .ADDR_WIDTH      (ADDR_WIDTH),
        .IS_WR_DOMAIN (1)
    ) u_wr_ptr (
        .clk                (w_clk),
        .rst_n              (w_rst_n),
        .incr_en            (w_en),
        .synced_remote_gptr (r_g_ptr_to_wdom),
        .b_ptr (w_b_ptr),
        .g_ptr              (w_g_ptr),
        .status_flag (full)
    );
    fifo_pointer_logic #(
        .ADDR_WIDTH (ADDR_WIDTH),
        .IS_WR_DOMAIN (0)
    ) u_rd_ptr (
        .clk(r_clk),
        .rst_n(r_rst_n),
        .incr_en(r_en),
        .synced_remote_gptr (w_g_ptr_to_rdom),
        .b_ptr(r_b_ptr),
        .g_ptr(r_g_ptr),
        .status_flag(empty)
    );
    cdc_synchronizer #(
        .width (PTR_WIDTH)
    ) rptr_sync_unit (
        .clk(w_clk),
        .rst_n(w_rst_n),
        .async_in(r_g_ptr),
        .sync_out(r_g_ptr_to_wdom)
    );
    cdc_synchronizer #(
        .width (PTR_WIDTH)
    ) wptr_sync_unit (
        .clk (r_clk),
        .rst_n(r_rst_n),
        .async_in (w_g_ptr),
        .sync_out (w_g_ptr_to_rdom)
    );
    fifo_ram #(
        .DATA_WIDTH(DATA_WIDTH),
        .DEPTH(DEPTH),
        .ADDR_WIDTH(ADDR_WIDTH)
    ) fifo_mem_inst (
        .w_clk(w_clk),
        .w_en(w_en),
        .w_addr(w_b_ptr[ADDR_WIDTH-1:0]),
        .data_in(data_in),
        .full(full),
        .r_clk(r_clk),
        .r_en(r_en),
        .r_addr(r_b_ptr[ADDR_WIDTH-1:0]),
        .data_out(data_out),
        .empty(empty)
    );
endmodule
```
`./run.sh`:
```
#!/bin/bash
# OpenROAD 26Q1-2900-gdf79404cd8, Yosys 0.63+post, stock flow scripts
make -C /OpenROAD-flow-scripts/flow DESIGN_CONFIG=/design/flow/config.mk WORK_HOME=/design/flow/orfs finish
```
`./config.mk`:
```
export PLATFORM = sky130hd
export DESIGN_NAME = async_fifo
export DESIGN_NICKNAME = async_fifo
export VERILOG_FILES = /design/flow/design.v
export SDC_FILE = /design/flow/constraint.sdc
export NUM_CORES = 4
export LEC_CHECK = 1
export CORE_UTILIZATION = 40
```
`./constraint.sdc`:
```
current_design async_fifo

set clk_period 4.1
set clk_io_pct 0.2

create_clock -name clk0 -period $clk_period [get_ports {r_clk}]
create_clock -name clk1 -period $clk_period [get_ports {w_clk}]

set non_clock_inputs [all_inputs -no_clocks]
set_input_delay [expr $clk_period * $clk_io_pct] -clock clk0 $non_clock_inputs
set_output_delay [expr $clk_period * $clk_io_pct] -clock clk0 [all_outputs]
```
==> results.txt <==
yosys + openroad results -> Post-synth EDFFs=between 70 and 80, drt first pass iters=4, Syn Inst Count=roughly 200, met3 Usage GRT=a little under a tenth, Crit-path slowest cell=clkdlybuf4s50_1, PwrDens=between 700 and 800 mW/mm^2, post-detail-place hpwl=between 3 and 4 mm, most instantiated logic cells after routing=72 x edfxtp_1, 31 x dfrtp_1, 22 x clkdlybuf4s50_1, Worst EP arrival=just over 3000 ps, Iter 0 DRT Violations=roughly 70, antenna-violating nets left=0, met2 GRT Util=about a fifth, Synth cell types=32, Seq/Total Area, Yosys=75.6%, worst r2r dst=u_rd_ptr.status_flag, Worst Min Path Start=u_rd_ptr.g_ptr[0], core region area=0.00937 sq mm, outcome=completed, number of OpenROAD warnings=26, Int Power=~2.3 mW, hold_buf cts=0, Post-CTS Setup Bufs=0, vias in the first global route=roughly 2000, Min-Delay Path Class=register to register, Fin. Hold Viols=0, Die Height=approximately 100 um, DR vias=between 1500 and 2000, CTS tree=built, antenna violations before repair=0, Final Core Density=49.2%, Comb pwr share=roughly 28%, RR Startpoint=u_rd_ptr.status_flag, Ys Warns=4, first-pass GRT wire length=about 10 mm, simple share=5.04%, Critical Path End=u_rd_ptr.status_flag, critical path's largest stage delay=about 450 ps, xor/xnor share=under 10%, crit-path max FO=9, routed wire length=6.43 mm, path depth of the worst reg2reg path=8, GRT Residual Overflow=0, Setup crit end kind=register, die x size=a little over 100 um, most used logic cell in the final layout=edfxtp_1, Clock power frac=between 20% and 30%, Buffers on Ports=22, Slew @ Worst Pin=715 ps, met1 usage=a little under a quarter, Crit path top cell by count=ha_1, Main logic family=multiplexers, stages on the worst setup path=9, worst-path cell chain=clkdlybuf4s50_1 > nor2b_1 > buf_4 > ha_1 > ha_1 > xor2_2 > xor2_1 > or3_1 > a221oi_2, via/cell ratio=4.85, YS chip area=just under 0.004 sq mm, synth-to-layout area growth=17.6%, Clk pin slew, worst setup/hold paths=90 ps, Worst Path Required=around 4300 ps, #FFs+latches synth=about 100, # diodes=0, Critical Path Source Type=input port, GRT Overall Usage=between 10% and 20%, Commonest flop=edfxtp_1, Worst R2R Setup Slack=approximately 1800 ps, Critical path origin=r_en, ys cells=approximately 200, fraction of registers with async set/reset=roughly 31%, Most Used Layer, Global Route=met1, final hold slack=about 320 ps, MUX area fraction=approximately 11%, Die Size=about 0.01 sq mm, Slew HR=52.2%, FP Core Util=a little over two fifths, CTS sink count=104, Max Slew Vio Count=0, adder share=between 1 and 1.5%, placed cell areas=0.00434 sq mm, clk_skew=8.19 ps, Setup CP Type=input port to register, pin count of the biggest net entering global routing=20, per-cell routed wire length=17.1 um, leakage power=between 1.5 and 2 nW, share of power burned in registers=48.3%, Peak supply drop=between 0.2 and 0.3 mV, GPL Wtd Cong=between 0.7 and 0.8, DRC viols=0, RSZ-0062 raised after global routing=no, mean area per synthesized cell=approximately 20 sq um, Psw=around 0.96 mW, Final TNS setup=0 ps, Post-Synth AOI/OAI Area=~1.4%, Cell Rows=35, share of cells above drive strength 1=23.9%, post_cts resized=0, Top delay family on crit path=buffers and inverters, Fillers=785, I/O pin cnt=24, CP Buf/Inv Count=2, Max-cap violations=0, Final Cell Area=about 0.0046 sq mm, endpoints failing setup=0, Sw Share=about 29%, Syn Std Cell Area=a little under 0.004 sq mm
## power groups by stage
stage	sequential, mW	combinational, mW	clock (mW)
6_report	1.60	0.944	0.768
4_1_cts	1.60	0.958	0.791
5_1_grt	1.64	1.05	0.836
## metrics by stage
| stage | instances | worst slack (ps) | total power, mW |
|---|---|---|---|
| finish | 376 | 1180 | 3.31 |
| global route | 376 | 1050 | 3.53 |
| CTS | 376 | 1180 | 3.35 |
| global placement | 356 | 965 | 2.57 |
| detailed placement | 356 | 914 | 2.56 |
| floorplan | 201 | 1260 | 2.27 |
## logic make-up after synthesis
group           Yosys count
compound gates            7
mux                      24
fa+ha+maj                 4
xor+xnor                 16
simple gates             37
flops                   104
buf+inv                   9
## flip-flops by register name, summed over array words and instances, names as in the netlist
register and count:
u_rd_ptr.b_ptr 4, u_wr_ptr.g_ptr 3, wptr_sync_unit.meta_flop 4, u_wr_ptr.b_ptr 4, u_rd_ptr.status_flag 1, rptr_sync_unit.meta_flop 4
wptr_sync_unit.sync_out 4, rptr_sync_unit.sync_out 4, u_wr_ptr.status_flag 1, fifo_mem_inst.data_out 8, fifo_mem_inst.mem_core 64, u_rd_ptr.g_ptr 3
## worst min-delay path by stage
| stage | endpoint | cells past startpoint |
|---|---|---|
| finish | rptr_sync_unit.meta_flop[0] | 0 |
| global route | rptr_sync_unit.meta_flop[1] | 0 |
| CTS | rptr_sync_unit.meta_flop[0] | 0 |
## synthesized netlist by cell type, types with 3 or more instances
| cell | number | area share, % |
|---|---|---|
| nand2_1 | 4 | 0.38 |
| ha_1 | 4 | 1.3 |
| xor2_1 | 8 | 1.8 |
| nor3_1 | 4 | 0.51 |
| or3_1 | 3 | 0.48 |
| edfxtp_1 | 72 | 55 |
| nand3_1 | 5 | 0.64 |
| buf_2 | 3 | 0.38 |
| mux2_2 | 8 | 2.3 |
| nand2b_1 | 3 | 0.48 |
| xnor2_1 | 6 | 1.3 |
| mux4_2 | 16 | 9.2 |
| nor2_1 | 8 | 0.77 |
| nor2b_1 | 4 | 0.64 |
| dfrtp_1 | 31 | 20 |
## routing by layer
| layer | vias up | wire [um] |
|---|---|---|
| met4 | 0 | 136 |
| li1 | 845 | - |
| met5 | - | 0 |
| met2 | 84 | 2830 |
| met3 | 12 | 636 |
| met1 | 881 | 2830 |
## final cells by class
type	instances	area, sq um	share of cell area [%]
multi-input cells	88	908	19.7
inverters	2	7.51	0.163
flip-flops and latches	104	2960	64.3
repair buffers	33	303	6.56
clock buffers	13	190	4.12
well taps	129	161	3.50
clock inverters	7	78.8	1.71
Power is estimated from default activity; no workload was simulated.
